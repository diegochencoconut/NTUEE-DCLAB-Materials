==> ./design.v <==
module DE2_115 (
	input CLOCK_50,
	input CLOCK2_50,
	input CLOCK3_50,
	input ENETCLK_25,
	input SMA_CLKIN,
	output SMA_CLKOUT,
	output [8:0] LEDG,
	output [17:0] LEDR,
	input [3:0] KEY,
	input [17:0] SW,
	output [6:0] HEX0,
	output [6:0] HEX1,
	output [6:0] HEX2,
	output [6:0] HEX3,
	output [6:0] HEX4,
	output [6:0] HEX5,
	output [6:0] HEX6,
	output [6:0] HEX7,
	output LCD_BLON,
	inout [7:0] LCD_DATA,
	output LCD_EN,
	output LCD_ON,
	output LCD_RS,
	output LCD_RW,
	output UART_CTS,
	input UART_RTS,
	input UART_RXD,
	output UART_TXD,
	inout PS2_CLK,
	inout PS2_DAT,
	inout PS2_CLK2,
	inout PS2_DAT2,
	output SD_CLK,
	inout SD_CMD,
	inout [3:0] SD_DAT,
	input SD_WP_N,
	output [7:0] VGA_B,
	output VGA_BLANK_N,
	output VGA_CLK,
	output [7:0] VGA_G,
	output VGA_HS,
	output [7:0] VGA_R,
	output VGA_SYNC_N,
	output VGA_VS,
	input AUD_ADCDAT,
	inout AUD_ADCLRCK,
	inout AUD_BCLK,
	output AUD_DACDAT,
	inout AUD_DACLRCK,
	output AUD_XCK,
	output EEP_I2C_SCLK,
	inout EEP_I2C_SDAT,
	output I2C_SCLK,
	inout I2C_SDAT,
	output ENET0_GTX_CLK,
	input ENET0_INT_N,
	output ENET0_MDC,
	input ENET0_MDIO,
	output ENET0_RST_N,
	input ENET0_RX_CLK,
	input ENET0_RX_COL,
	input ENET0_RX_CRS,
	input [3:0] ENET0_RX_DATA,
	input ENET0_RX_DV,
	input ENET0_RX_ER,
	input ENET0_TX_CLK,
	output [3:0] ENET0_TX_DATA,
	output ENET0_TX_EN,
	output ENET0_TX_ER,
	input ENET0_LINK100,
	output ENET1_GTX_CLK,
	input ENET1_INT_N,
	output ENET1_MDC,
	input ENET1_MDIO,
	output ENET1_RST_N,
	input ENET1_RX_CLK,
	input ENET1_RX_COL,
	input ENET1_RX_CRS,
	input [3:0] ENET1_RX_DATA,
	input ENET1_RX_DV,
	input ENET1_RX_ER,
	input ENET1_TX_CLK,
	output [3:0] ENET1_TX_DATA,
	output ENET1_TX_EN,
	output ENET1_TX_ER,
	input ENET1_LINK100,
	input TD_CLK27,
	input [7:0] TD_DATA,
	input TD_HS,
	output TD_RESET_N,
	input TD_VS,
	inout [15:0] OTG_DATA,
	output [1:0] OTG_ADDR,
	output OTG_CS_N,
	output OTG_WR_N,
	output OTG_RD_N,
	input OTG_INT,
	output OTG_RST_N,
	input IRDA_RXD,
	output [12:0] DRAM_ADDR,
	output [1:0] DRAM_BA,
	output DRAM_CAS_N,
	output DRAM_CKE,
	output DRAM_CLK,
	output DRAM_CS_N,
	inout [31:0] DRAM_DQ,
	output [3:0] DRAM_DQM,
	output DRAM_RAS_N,
	output DRAM_WE_N,
	output [19:0] SRAM_ADDR,
	output SRAM_CE_N,
	inout [15:0] SRAM_DQ,
	output SRAM_LB_N,
	output SRAM_OE_N,
	output SRAM_UB_N,
	output SRAM_WE_N,
	output [22:0] FL_ADDR,
	output FL_CE_N,
	inout [7:0] FL_DQ,
	output FL_OE_N,
	output FL_RST_N,
	input FL_RY,
	output FL_WE_N,
	output FL_WP_N,
	inout [35:0] GPIO,
	input HSMC_CLKIN_P1,
	input HSMC_CLKIN_P2,
	input HSMC_CLKIN0,
	output HSMC_CLKOUT_P1,
	output HSMC_CLKOUT_P2,
	output HSMC_CLKOUT0,
	inout [3:0] HSMC_D,
	input [16:0] HSMC_RX_D_P,
	output [16:0] HSMC_TX_D_P,
	inout [6:0] EX_IO
);
logic keydown;
logic [3:0] random_value;
Debounce deb0(
	.i_in(KEY[0]),
	.i_rst_n(KEY[1]),
	.i_clk(CLOCK_50),
	.o_neg(keydown)
);
Top top0(
	.i_clk(CLOCK_50),
	.i_rst_n(KEY[1]),
	.i_start(keydown),
	.o_random_out(random_value)
);
SevenHexDecoder seven_dec0(
	.i_hex(random_value),
	.o_seven_ten(HEX1),
	.o_seven_one(HEX0)
);
assign HEX2 = '1;
assign HEX3 = '1;
assign HEX4 = '1;
assign HEX5 = '1;
assign HEX6 = '1;
assign HEX7 = '1;
endmodule
module Debounce (
	input  i_in,
	input  i_clk,
	input  i_rst_n,
	output o_debounced,
	output o_neg,
	output o_pos
);
parameter CNT_N = 7;
localparam CNT_BIT = $clog2(CNT_N+1);
logic o_debounced_r, o_debounced_w;
logic [CNT_BIT-1:0] counter_r, counter_w;
logic neg_r, neg_w, pos_r, pos_w;
assign o_debounced = o_debounced_r;
assign o_pos = pos_r;
assign o_neg = neg_r;
always_comb begin
	if (i_in != o_debounced_r) begin
		counter_w = counter_r - 1;
	end else begin
		counter_w = CNT_N;
	end
	if (counter_r == 0) begin
		o_debounced_w = ~o_debounced_r;
	end else begin
		o_debounced_w = o_debounced_r;
	end
	pos_w = ~o_debounced_r &  o_debounced_w;  
	neg_w =  o_debounced_r & ~o_debounced_w;  
end
always_ff @(posedge i_clk or negedge i_rst_n) begin
	if (!i_rst_n) begin
		o_debounced_r <= '0;
		counter_r <= '0;
		neg_r <= '0;
		pos_r <= '0;
	end else begin
		o_debounced_r <= o_debounced_w;
		counter_r <= counter_w;
		neg_r <= neg_w;
		pos_r <= pos_w;
	end
end
endmodule
module SevenHexDecoder (
	input        [3:0] i_hex,
	output logic [6:0] o_seven_ten,
	output logic [6:0] o_seven_one
);
parameter D0 = 7'b1000000;
parameter D1 = 7'b1111001;
parameter D2 = 7'b0100100;
parameter D3 = 7'b0110000;
parameter D4 = 7'b0011001;
parameter D5 = 7'b0010010;
parameter D6 = 7'b0000010;
parameter D7 = 7'b1011000;
parameter D8 = 7'b0000000;
parameter D9 = 7'b0010000;
always_comb begin
	case(i_hex)
		4'h0: begin o_seven_ten = D0; o_seven_one = D0; end
		4'h1: begin o_seven_ten = D0; o_seven_one = D1; end
		4'h2: begin o_seven_ten = D0; o_seven_one = D2; end
		4'h3: begin o_seven_ten = D0; o_seven_one = D3; end
		4'h4: begin o_seven_ten = D0; o_seven_one = D4; end
		4'h5: begin o_seven_ten = D0; o_seven_one = D5; end
		4'h6: begin o_seven_ten = D0; o_seven_one = D6; end
		4'h7: begin o_seven_ten = D0; o_seven_one = D7; end
		4'h8: begin o_seven_ten = D0; o_seven_one = D8; end
		4'h9: begin o_seven_ten = D0; o_seven_one = D9; end
		4'ha: begin o_seven_ten = D1; o_seven_one = D0; end
		4'hb: begin o_seven_ten = D1; o_seven_one = D1; end
		4'hc: begin o_seven_ten = D1; o_seven_one = D2; end
		4'hd: begin o_seven_ten = D1; o_seven_one = D3; end
		4'he: begin o_seven_ten = D1; o_seven_one = D4; end
		4'hf: begin o_seven_ten = D1; o_seven_one = D5; end
	endcase
end
endmodule
module Top (
	input        i_clk,
	input        i_rst_n,
	input        i_start,
	output [3:0] o_random_out
);
parameter S_IDLE = 1'b0;
parameter S_PROC = 1'b1;
logic [3:0] o_random_out_r, o_random_out_w;
logic state_r, state_w;
LFSR LFSR1(.i_clk(i_clk), .i_rst_n(i_rst_n), .i_start(i_start), .state_r(state_r), .result(o_random_out_w));
assign o_random_out = o_random_out_r;
always_comb begin
	state_w        = state_r;
end
always_ff @(posedge i_clk or negedge i_rst_n) begin
	if (!i_rst_n) begin
		o_random_out_r 	<= 4'd0;
		state_r			<= S_IDLE;
	end
	else begin
		o_random_out_r <= o_random_out_w;
		state_r        <= state_w;
	end
end
endmodule
module LFSR (
	input 			i_clk,
	input 			i_rst_n,
	input			i_start,
	input			state_r,
	output [3:0]	result
);
logic [15:0] seed_r, seed_w, processing, processing_shift;
logic [3:0]  result_w, result_r;
logic newComer;
assign result = processing[3:0];
always_comb begin
	newComer = processing[0] ^ processing[7] ^ processing[4] ^ processing[9];
	processing_shift = processing >> 1;
	if(i_start) begin
		newComer = seed_w[15];
		processing_shift = seed_w[14:0];
	end
end
always_ff @(posedge i_clk or negedge i_rst_n) begin
	if (!i_rst_n) begin
		seed_r 		<= 15'd0;
		seed_w		<= 15'd0;
		processing	<= 15'd0;
	end
	else begin
		seed_w 		<= seed_r + 15'd1;
		seed_r 		<= seed_w;
		result_r	<= result_w;
		processing[14:0] <= processing_shift[14:0];
		processing[15] <= newComer;
	end
end
endmodule
==> ./run.sh <==
#!/bin/bash
# OpenROAD 26Q1-2900-gdf79404cd8, Yosys 0.63+post, stock flow scripts
make -C /OpenROAD-flow-scripts/flow DESIGN_CONFIG=/design/flow/config.mk WORK_HOME=/design/flow/orfs finish
==> ./config.mk <==
export PLATFORM = sky130hd
export DESIGN_NAME = DE2_115
export DESIGN_NICKNAME = DE2_115
export VERILOG_FILES = /design/flow/design.v
export SDC_FILE = /design/flow/constraint.sdc
export NUM_CORES = 4
export LEC_CHECK = 1
export CORE_AREA = 10 10 190 190
export DIE_AREA = 0 0 200 200
==> ./constraint.sdc <==
current_design DE2_115

set clk_period 2.9
set clk_io_pct 0.2

create_clock -name clk0 -period $clk_period [get_ports {CLOCK_50}]

set non_clock_inputs [all_inputs -no_clocks]
set_input_delay [expr $clk_period * $clk_io_pct] -clock clk0 $non_clock_inputs
set_output_delay [expr $clk_period * $clk_io_pct] -clock clk0 [all_outputs]
==> results.txt <==
The synthesis and PnR run went through. Cell count in the Yosys report landed at 410. No sink is reached through more buffers than the 2 on the longest clock path. Setup slack on the critical path of the routed design comes to 328 ps.

Static power due to leakage landed at 2.08 nW. Grouping stages by cell kind, the critical path spends the most delay in buffers and inverters. Total routing resource utilization after global routing landed at 0.0290. The most used flip-flop cell after synthesis is dfrtp_1. Measured against its own limit, the worst slew margin works out to 0.529.

Logged for this run, the post-placement worst setup slack is 658 ps. Die boundary width landed at 200 µm. Total DRC errors in the routed layout landed at 0. Worst-case hold slack landed at 366 ps.

Post-CTS timing repair inserted 0 buffers for setup. Counting stages on the worst path, the most repeated cell is a21oi_1. The run finished with clean final reports. In this run the standard cell core region covers 31800 µm². In this run the cell area of the synthesized design comes to 4080 µm².

Critical path arrival landed at 1990 ps. Final setup violation count landed at 0. The worst setup path is of the flip-flop to primary output kind. A synthesized cell averages 9.95 µm². Setup repair after global routing left no endpoint under its margin. Port buffer count landed at 13. Remaining antenna violation count after routing landed at 0. The tightest min-delay check is of the flip-flop to flip-flop type. Y dimension of the die landed at 200 µm. Largest driver fanout on the critical path landed at 6. The area fraction of the largest cell type after synthesis is 0.442. The first global-routing pass estimated 9980 µm of wire. Global-route congestion overflow total landed at 0. The worst setup path is captured at a primary output. Total CTS buffers landed at 9. Cell count of the worst hold path landed at 0. Half-perimeter wire length after detailed placement landed at 5360 µm. Post-CTS repair changed the size of 0 cells. Share of the clock period used by the worst path after layout landed at 0.887. The clock reaches the later pin of the worst-skew pair after 320 ps.

Worst ir drop on vdd landed at 0.000291 V. The script logs the mean routed wire length per placed instance as 7.56 µm. The startpoint identified for the worst register-to-register timing path is top0.LFSR1.seed_r[0].

Required arrival time at the worst endpoint landed at 2320 ps. Wires add up to 6530 µm. On the critical path, the stage with the largest delay is an instance of clkdlybuf4s50_1. Per the detailed placement report, the placed cell area equals 3810 µm². First-pass detailed-route iteration total landed at 2.

Worst reg-to-reg setup slack landed at 1530 ps. The number of global-route vias before repair was 2298. For this run, the register share of the synthesized area comes to 0.350. Counting I/O delays and the setup requirement, the final critical path takes 2570 ps. The initial antenna violation count is 0. Growth of design area from synthesis to finish landed at 0.399%. Total power per unit cell area landed at 490 nW/µm². Number of sinks handled by clock tree synthesis landed at 57. Traced cell by cell, the critical path runs through inv_1, ha_1, nor2_1, a21oi_1, a21oi_1, clkdlybuf4s50_1.

Max-slew check failures listed in the final report amount to 0. STA shows the worst min-delay path finishing at top0.LFSR1.seed_r[10]. In this run the core area contains 65 standard-cell rows. Measured on the finished design, the core utilization comes to 0.129. The synthesis report lists the Yosys warning total as 196. Highest cell delay on the worst timing path landed at 480 ps. The endpoint identified for the worst register-to-register timing path is top0.LFSR1.seed_w[10]. For the worst min-delay path, the startpoint reported by OpenROAD is top0.LFSR1.seed_w[10]. The chip occupies 40000 µm². Register bit count reported by yosys landed at 57. In the final layout, the share of cells above drive strength 1 is 0.0839. The tree is rooted in a clkbuf_16. In this run the count of I/O pins placed on the die edge is 480. Highest attainable clock frequency landed at 0.389 GHz. Post-cts hold-fix buffer tally landed at 0.

Across all layers, the routed design uses 1867 vias. Yosys mapped a number of flops with a built-in enable equal to 0. Post-CTS clock slew at the launch and capture registers of the worst setup and hold paths landed at 50 ps. Max-capacitance violation count landed at 0.

The worst setup path is launched from a flip-flop. Async set or reset register ratio after synthesis landed at 1.00. By area the synthesized netlist is led by buf_4 (44%), dfrtp_1 (35%), mux2_2 (4.1%), ha_1 (3.1%), xor2_1 (2.4%). Maximum level of the CTS H-tree landed at 3. Entering global routing, the biggest net connects 58 pins. TritonCTS built the clock tree.

Synthesis handed over a netlist of 410 instances. Count of cells along the worst register-to-register path landed at 4. Fill cells in the final layout number 3595. The pin closest to its max-slew limit shows a slew of 707 ps. Number of unconstrained endpoints landed at 141. The script logs the ratio of routed vias to standard cells as 2.16. After the first detailed-routing iteration, the DRC count stood at 75.

Synthesis area per yosys landed at 4080 µm². Number of antenna repair diodes landed at 0. Sum of buffers and inverters on the critical path landed at 2. Pre-placement core utilization landed at 0.128. Looking at area per cell type in the netlist, the leader is buf_4. Final setup skew landed at 3.57 ps.

Stage-log warning count landed at 260. For reference, the final report shows the hold violation count at 0. With fillers left out, the area of the finished cells amounts to 4100 µm². The final layout reports a setup TNS of 0 ps. Yosys mapped the design onto 24 distinct sky130hd cell types.

Final estimated routing congestion in global placement landed at 0.764.
-- cell usage in the layout (no fill, tap or decap), types with 4 or more instances in the layout --
cell             instances
a21oi_1                  4
clkbuf_16                9
clkdlybuf4s50_1         12
conb_1                 237
dfrtp_1                 57
ha_1                    10
inv_1                    9
mux2_2                  15
nand2_1                 11
nand3_1                  6
nand4_1                  4
nor2_1                   5
nor3_1                   5
nor4_2                   4
xnor2_1                  9
xor2_1                  11
-- area by class of cell --
class                      count  area [µm²]  share of cell area
multi-input combinational    334        1680               0.409
tap                          435         544               0.133
clock buffer                  13         270              0.0660
sequential                    57        1430               0.348
inverter                       9        33.8             0.00825
clock inverter                 2        12.5             0.00306
timing repair buffer          14         133              0.0324
-- flip-flops by register name, indices dropped and copies added, names as in the netlist --
name,count
deb0.counter_r,3
deb0.neg_r,1
deb0.o_debounced_r,1
top0.LFSR1.processing,16
top0.LFSR1.seed_r,16
top0.LFSR1.seed_w,16
top0.o_random_out_r,4
-- kinds of logic (layout without fill, tap and decap cells) --
family / count (synthesis) / count (layout) / synth area share
buf+inv: 254 / 38 / 0.456
flops: 57 / 57 / 0.350
simple gates: 39 / 39 / 0.0564
xor+xnor: 20 / 20 / 0.0429
mux: 18 / 18 / 0.0488
fa+ha+maj: 10 / 10 / 0.0307
compound gates: 10 / 10 / 0.0138
other cells: 2 / 237 / 0.00184
-- routing by layer --
| metal | part of all wire | vias up | wire [µm] | GRT usage |
|---|---|---|---|---|
| li1 | - | 842 | - | - |
| met1 | 0.45 | 828 | 2960 | 0.0376 |
| met2 | 0.39 | 187 | 2520 | 0.0432 |
| met3 | 0.14 | 10 | 918 | 0.0141 |
| met4 | 0.020 | 0 | 133 | 0.00589 |
| met5 | 0 | - | 0 | 0 |
-- cells in the mapped netlist (all sizes together) (2+ instances only) --
master	n
nand3	6
nor3	5
dfrtp	57
mux2	15
nand2	11
a21oi	4
inv	9
nor2	5
buf	244
conb	2
nor2b	3
nand4	5
o21ai	3
mux2i	3
xnor2	9
nor4	4
ha	10
xor2	11
-- worst max path at each step --
stage,startpoint,end,depth (start not counted)
4_1_cts,top0.o_random_out_r[1],HEX0[3],6
6_report,top0.o_random_out_r[1],HEX0[3],6
5_1_grt,top0.o_random_out_r[1],HEX0[3],6
-- worst reg2reg max path, cell delays in order (launching register included) --
cell and delay [ps]:
dfrtp_1 430, ha_1 250, nand4_1 200, nor3_1 220, xor2_1 180
-- through the flow --
step                      power, W  instances
after floorplan            0.00121        645
after global placement     0.00107        849
after detailed placement   0.00107        849
after CTS                  0.00204        864
after global routing       0.00211        864
final                      0.00201        864
-- report_power, final --
group,internal [W],switching (W)
combinational,0.0000770,0.0000879
clock,0.000638,0.000319
sequential,0.000854,0.0000304
total,0.00157,0.000437
Power and IR drop assume default switching activity.
